<file path="flow/run.sh">
#!/bin/bash
# OpenROAD 26Q1-2900-gdf79404cd8, Yosys 0.63+post, stock flow scripts
make -C /OpenROAD-flow-scripts/flow DESIGN_CONFIG=/design/flow/config.mk WORK_HOME=/design/flow/orfs finish
</file>
<file path="flow/config.mk">
export PLATFORM = sky130hd
export DESIGN_NAME = adder_32
export DESIGN_NICKNAME = adder_32
export VERILOG_FILES = /design/flow/design.v
export SDC_FILE = /design/flow/constraint.sdc
export NUM_CORES = 4
export LEC_CHECK = 1
export CORE_AREA = 10 10 91 91
export DIE_AREA = 0 0 101 101
</file>
<file path="flow/constraint.sdc">
current_design adder_32

set clk_period 12.1
set clk_io_pct 0.2

create_clock -name clk0 -period $clk_period

set non_clock_inputs [all_inputs -no_clocks]
set_input_delay [expr $clk_period * $clk_io_pct] -clock clk0 $non_clock_inputs
set_output_delay [expr $clk_period * $clk_io_pct] -clock clk0 [all_outputs]
</file>
<file path="flow/design.v">
module full_adder (input a, b, cin, output sum, cout);
    assign sum = a^b^cin;
    assign cout = a&b | a&cin | b&cin;
endmodule
module adder_32 (input [31:0] a, b , input c0, output [31:0] sum, output c32);
    wire [32:0] c;
    assign c[0] = c0;
    assign c32 = c[32];
    genvar i;
    for (i=0; i<32; i=i+1) begin
      full_adder adder(a[i], b[i], c[i], sum[i], c[i+1]);
    end
endmodule
</file>
==> reports/results.md <==
| Quantity | Value | Unit |
|:---|:---|:---|
| DIE HEIGHT | 101 | um |
| IO Count | 98 | - |
| Buffers inserted during post-CTS setup optimization | 0 | - |
| Cells after synthesis | 74 | - |
| Final Hold Viols | 0 | - |
| Startpoint kind of the worst setup timing path | input port | - |
| Worst hold slack | 5.586 | ns |
| Final setup violation count | 13 | - |
| Minimum period implied by the final worst setup slack | 16.17 | ns |
| Number of hold-repair buffers added at the cts stage | 0 | - |
| Antenna diodes | 0 | - |
| Top cells excl fill/tap | 78 x clkdlybuf4s50_1, 31 x fa_2, 14 x buf_2 | - |
| Result of the run | finished, violations left | - |
| Final clock period utilization by the worst path | 133.7 | % |
| Yosys stat chip area | 918.4 | um2 |
| Fraction of layout cells with a size suffix above 1 | 37.14 | % |
| Total global routing overflow | 0 | - |
| Count of warnings emitted by yosys | 0 | - |
| Mean instance size in the synthesized netlist | 12.41 | um2 |
| Chip Width | 101 | um |
| Number of buffers inserted by port buffering | 98 | - |
| Count of unique library cells instantiated by Yosys | 3 | - |
| Slack of the critical path | -4.072 | ns |
| Leak Pwr | 0.6540 | nW |
| FFs & Latches | 0 | - |
| Drt via density | 3.253 | - |
| Cell repeated most along the worst path | fa_2 | - |
| OpenROAD warning count | 35 | - |
| Total number of vias | 706 | - |
| WL per Instance | 11.68 | um |
| Mapped cell area | 918.4 | um2 |
| Post-detailed-routing wire length | 2.535 | mm |
| Power density of the placed cells | 44.36 | nW/um2 |
| Fraction of the core area covered by cells at the end of the flow | 28.06 | % |
| GRT Util Overall | 4.908 | % |
| Clock group share of total power | 0 | % |
| Total area of sequential cells | 0 | um2 |
| Global-route wire length before repair | 4.188 | mm |
| Vias in the first global route | 820 | - |
| Pin count of the biggest net entering global routing | 2 | - |
| Sequential power share | 0 | % |
| Total cells reported by yosys after synthesis | 74 | - |
| Most common cell after layout, fill and taps aside | clkdlybuf4s50_1 | - |
| Required time of the critical path | 9.68 | ns |
| Least-Margin Pin Slew | 0.1021 | ns |
| Final Slew Violations | 0 | - |
| FMAX | 0.06184 | GHz |
| Count of unresolved DRC violations after routing | 0 | - |
| Final weighted congestion in routability-driven placement | 0.7066 | - |
| Chip area | 10200 | um2 |
| Antenna violations before repair | 0 | - |
| Capturing element type of the critical path | primary output | - |
| Cell with the biggest individual delay on the critical path | fa_1 | - |
| Area of the core | 6350 | um2 |
| Slew Limit Headroom | 93.17 | % |
| Area growth syn-to-layout | 94.01 | % |
| Count of clock-net buffers in the final layout | 0 | - |
| Min-Delay Path Class | input port to primary output | - |
| Worst setup path category | input port to primary output | - |
| Switching component of the power | 0.02222 | mW |
| Worst IR Drop VDD | 0.02011 | mV |
| Number of optimization iterations in the first detailed-route pass | 1 | - |
| Iteration-0 DRC Markers | 0 | - |
| Fraction of power spent switching nets | 28.12 | % |
| Sequential cell area fraction in the yosys report | 0 | % |
| Internal power of the cells | 0.05682 | mW |
| Setup repair after global routing missed its margin | true | - |
| Critical path's largest stage delay | 0.39 | ns |
| Combinational share of power | 100.0 | % |
| Placement row count | 29 | - |
| Post-DP HPWL | 2.574 | mm |
| Residual antenna-violating net count after detailed routing | 0 | - |
| Violations in the final reports | setup timing | - |
| Starting utilization of the core area | 14.46 | % |
| Data arrival, critical path | 13.75 | ns |
| Maximum net fanout on the critical path | 1 | - |
| Number of maximum-capacitance violations | 0 | - |
==> per-stage QoR <==
step	setup TNS (ns)	cells	cell area, um2	worst slack (ns)	power, mW
after floorplan	-26.37	74	1017	-3.759	0.04678
after global placement	-43.48	217	1851	-4.983	0.09244
after detailed placement	-43.51	217	1851	-4.984	0.09309
after CTS	-30.89	217	1782	-4.129	0.08251
after global routing	-33.52	217	1782	-4.373	0.09162
final	-30.10	217	1782	-4.072	0.07905
==> cells in the mapped netlist (all sizes together) <==
| master | n | area share, % |
|---|---|---|
| buf | 32 | 26 |
| fa | 32 | 70 |
| inv | 10 | 4.1 |
==> timing repair <==
item / 4_1_cts / 5_1_grt
resized: 60 / 0
gates cloned: 0 / 0
endpoints found under the setup margin: 16 / 14
pin swaps: 0 / 2
==> cell type report <==
cell class         instances  area (um2)
repair buffers            98       912.1
inverters                 10       55.05
well taps                 77       96.34
fillers                  648        4568
multi-input cells         32       718.2
==> routing by layer <==
| layer | share of wire, % | track usage, % | up-vias |
|---|---|---|---|
| li1 | - | - | 312 |
| met1 | 42 | 6.726 | 318 |
| met2 | 35 | 6.536 | 76 |
| met3 | 22 | 3.604 | 0 |
| met4 | 0 | 0 | 0 |
| met5 | 0 | 0 | - |
==> cell families after synthesis <==
| logic type | share of synthesized area [%] |
|---|---|
| adders and majority gates | 69.75 |
| buffers and inverters | 30.25 |
==> power by group through the flow <==
stage	sequential (mW)	clock [mW]	combinational, mW
finish	0	0	0.0790
global route	0	0	0.0916
CTS	0	0	0.0825
==> worst paths after layout <==
check,from,endpoint,slack [ns],cells after the start
worst min-delay path,b[0],sum[0],5.59,5
worst max-delay path,a[0],sum[31],-4.07,38
==> critical path, delay by kind of cell <==
| family | cells | cell delay, ns |
|---|---|---|
| buf+inv | 6 | 0.39 |
| fa+ha+maj | 32 | 10.90 |
Power is estimated from default activity; no workload was simulated.
