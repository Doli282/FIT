===== ./run.sh =====
#!/bin/bash
# OpenROAD 26Q1-2900-gdf79404cd8, Yosys 0.63+post, stock flow scripts
make -C /OpenROAD-flow-scripts/flow DESIGN_CONFIG=/design/flow/config.mk WORK_HOME=/design/flow/orfs finish

===== ./config.mk =====
export PLATFORM = sky130hd
export DESIGN_NAME = register
export DESIGN_NICKNAME = register
export VERILOG_FILES = /design/flow/design.v
export SDC_FILE = /design/flow/constraint.sdc
export NUM_CORES = 4
export LEC_CHECK = 1
export CORE_UTILIZATION = 50

===== ./design.v =====
module register(input [4:0] A1, A2, A3, input [31:0] WD3, input WE3, CLK,
				output reg [31:0] RD1, RD2);
	reg [31:0] data [31:0];
	always@(A1) begin
		if(A1 == 0) RD1 <= 0;
		else RD1 <= data[A1];
	end
	always@(A2) begin
		if(A2 == 0) RD2 <= 0;
		else RD2 <= data[A2];
	end
	always@(posedge CLK) begin
		if(WE3) begin
			data[A3] <= WD3;
		end
	end
endmodule

===== ./constraint.sdc =====
current_design register

set clk_period 5.7
set clk_io_pct 0.2

create_clock -name clk0 -period $clk_period [get_ports {CLK}]

set non_clock_inputs [all_inputs -no_clocks]
set_input_delay [expr $clk_period * $clk_io_pct] -clock clk0 $non_clock_inputs
set_output_delay [expr $clk_period * $clk_io_pct] -clock clk0 [all_outputs]

==> results_dict.tcl <==
# flow metrics
set metrics [dict create \
    period_minus_slack_ns 5.64 \
    cp-start-kind "input pin" \
    reg_top3 "data (1024)" \
    finalCritPeriodShare 0.989 \
    crit_chain "clkdlybuf4s50_1, or3_2, buf_12, o22ai_1, a2111oi_0, nor3_2, clkdlybuf4s50_1" \
    vdd_drop_max_uv 238 \
    top_register "data" \
    cts_setup_buffers 0 \
    place_area_um2 50900 \
    yosys_warnings 1 \
    hp-class "input pin to flop" \
    synth_flop_count 1024 \
    grt_pass1_vias 30500 \
    cpMostUsedCell "clkdlybuf4s50_1" \
    gp_congestion 0.953 \
    coreArea_um2 93200 \
    ys_seq_frac 0.655 \
    crit_fanout 21 \
    cts_tree "done" \
    die_area_um2 95200 \
    ys_area_um2 47000 \
    finalSetupViolCount 0 \
    power_per_cell_area_nw_per_um2 309 \
    required_ns 4.56 \
    synth_cells 2400 \
    edf_count 1024 \
    synth_top_cell_by_count "edfxtp_1" \
    status "completed" \
    cap_violations 0 \
    synthDistinctLibCells 40 \
    worstMarginPinSlew_ns 1.02 \
    slew_viol_final 0 \
    area_leaders "edfxtp_1 65%, mux4_2 20%, mux2i_1 3.9%, a22o_1 1.2%, clkbuf_1 0.83%" \
    vias_per_cell 6.83 \
    synth-async-reset-ratio 0 \
    grt_use_total 0.363 \
    drive_gt1_frac 0.310 \
    drtPass1Iterations 5 \
    top_area_frac 0.655 \
    slew_headroom 0.320 \
    grt_max_degree 63 \
    largest_reg_flops 1024 \
    largest_area_cell "edfxtp_1" \
    critPathKind "input pin to output port" \
    crit_arrival_ns 4.50 \
    htreeDepth 3 \
    slowest_stage "or3_2" \
    syn2layout_area_growth_pct 15.7 \
    logic_area_um2 15400 \
    fin_area_um2 54400 \
    post-route-drc-count 0 \
    synthFlopType "edfxtp_1" \
    fillers 6616 \
    ctsRootBufferMaster "clkbuf_16" \
    ys_cells 2400 \
    register_area_um2 30700 \
    wire_per_inst_um 37.7 \
    tool_warnings 26 \
    dp_hpwl_mm 92.9 \
    grt_pass1_wl_mm 212 \
    overflow 0 \
    p_leak_nw 17.6 \
    avgSynthCellArea_um2 19.6 \
    routed_wl_mm 149 \
    slowest_delay_ns 0.79 \
    end_kind "output port" \
    vias 27000 \
    portBuffers 112 \
    dieHeight_um 308 \
    rows 112 \
    pin_count 113 \
    path_clk_slew_ns 0.06 \
    cts_made_buffers 106 \
    top_cells_by_count "1024 x edfxtp_1, 425 x mux4_2, 183 x mux2i_1, 104 x clkbuf_1, 65 x nand2_1" \
    ant_nets 0 \
    drt_iter0_drc 1664 \
    power.total_mw 16.8 \
    syn_area_um2 47000 \
    cts_buffer_depth 3 \
    floorplan.core_util 0.504 \
    fmax_mhz 177 \
    antenna_found_initial 2 \
    cts_sinks 1024 \
    rsz0062_at_grt "no" \
    final-hold-violation-count 0 \
    die_w_um 308 \
    tns_ns 0 \
]
[logic make-up after synthesis]
group | synth area share
multiplexers | 0.249
buffers and inverters | 0.0231
AND-OR/OR-AND | 0.0541
AND/OR/NAND/NOR | 0.0194
flip-flops | 0.655
[layout make-up]
| type | count | share of cell area |
|---|---|---|
| antenna | 1 | 0.0000460 |
| inverter | 25 | 0.00177 |
| multi-input combinational | 1150 | 0.284 |
| clock buffer | 130 | 0.0524 |
| tap | 1254 | 0.0289 |
| clock inverter | 65 | 0.00983 |
| sequential | 1024 | 0.566 |
| timing repair buffer | 306 | 0.0575 |
[placed cells by master (no fill, tap or decap), types with 5 or more instances in the layout]
| master | n |
|---|---|
| nor2_4 | 33 |
| mux4_2 | 425 |
| a211oi_1 | 47 |
| clkdlybuf4s50_1 | 105 |
| nor3_1 | 29 |
| inv_1 | 24 |
| clkbuf_16 | 111 |
| bufinv_16 | 8 |
| mux2_2 | 5 |
| mux2_1 | 19 |
| buf_12 | 43 |
| edfxtp_1 | 1024 |
| a211o_1 | 23 |
| clkinv_2 | 26 |
| mux2i_1 | 183 |
| clkinv_1 | 20 |
| o22ai_1 | 55 |
| nand2_1 | 64 |
| a21oi_1 | 46 |
| a22o_1 | 62 |
| and2_1 | 12 |
| clkbuf_1 | 19 |
| a32o_1 | 9 |
| nand3b_1 | 7 |
| nor4_1 | 9 |
| buf_4 | 152 |
| a2111oi_0 | 30 |
| nor2b_1 | 5 |
| a221oi_1 | 23 |
| o221ai_1 | 31 |
| clkinvlp_4 | 6 |
[worst max-delay path, delay by kind of cell]
family          cells  cell delay (ns)
compound gates      2             0.25
simple gates        2             1.51
buf+inv             3             1.57
[metal layers]
metal,global-route usage,share of wire
met3,0.342,0.22
met5,0.0434,0.0023
met2,0.486,0.44
met4,0.110,0.041
met1,0.424,0.29
[timing repair]
action / CTS / global route
cloned: 0 / 0
pin swaps: 0 / 1
endpoints found under the setup margin: 3 / 1
hold buffers: 0 / 0
gates resized: 3 / 2
[final timing paths]
| check | from | to | slack (ns) | cells past startpoint |
|---|---|---|---|---|
| min | WD3[22] | data[19][22] | 1.29 | 2 |
| max | A1[3] | RD1[2] | 0.06 | 7 |
[stage by stage]
step           setup WS (ns)  utilization  hold slack [ns]  instances
5_1_grt               0.0640        0.583             1.30       3954
2_1_floorplan           1.85            -             1.24       2400
3_3_place_gp          -0.190        0.547             1.97       3759
4_1_cts                0.115        0.583             1.27       3954
3_5_place_dp          -0.277        0.547             1.99       3759
6_report              0.0610        0.583             1.29       3955
[power by group]
group          switching [mW]  leakage, nW  internal [mW]
Clock                    2.87         1.66           3.90
Combinational           0.907         6.71          0.701
Sequential             0.0366         9.22           8.38
Power and IR drop assume default switching activity.
